==> flow/design.v <==
module decode_alu(
    op1, op2, alu_sel,
    inst, rs1, rs2);
    output reg [31:0] op1, op2;
    output reg [3:0] alu_sel;
    input [31:0] inst, rs1, rs2;
    wire [6:0] opcode = inst[6:0];
    wire [2:0] funct3 = inst[14:12];
    wire [4:0] shamt = inst[24:20];
    wire [6:0] funct7 = inst[31:25];
    wire [11:0] imm12 = inst[31:20];
    wire [19:0] lui_imm = inst[31:12];
    wire [31:0] sign_ext_imm = imm12[11] ? {20'hFFFFF, imm12} : {20'b0, imm12};
    wire [6:0] imm12hi = inst[31:25];
    wire [4:0] imm12lo = inst[11:7];
    wire [11:0] split_imm12 = {imm12hi, imm12lo};
    always @(*) begin
        op1 = (opcode == 7'b0110111) ? {12'b0, lui_imm} : rs1;
        case (opcode)
            7'b0110011:
                op2 = (funct3 == 3'b000 && funct7[5]) ? -rs2 : rs2;
            7'b0010011:
                case (funct3)
                    3'b000, 3'b010, 3'b011, 3'b100, 3'b110, 3'b111:
                        op2 = sign_ext_imm;
                    3'b001, 3'b101:
                        op2 = shamt;
                    default:
                        op2 = 0;
                endcase
            7'b0100011:
                op2 = split_imm12;
            7'b0000011:
                op2 = imm12;
            default:
                op2 = rs2;
        endcase
        case (opcode)
            7'b0110011, 7'b0010011:
                case (funct3)
                    3'b000:  alu_sel = 4'd0;
                    3'b001:  alu_sel = 4'd1;
                    3'b010:  alu_sel = 4'd2;
                    3'b011: alu_sel = 4'd3;
                    3'b100:  alu_sel = 4'd4;
                    3'b101:   alu_sel = inst[30] ? 4'd6 : 4'd5;
                    3'b110:   alu_sel = 4'd7;
                    3'b111:  alu_sel = 4'd8;
                    default:  alu_sel = 4'd10;
                endcase
            7'b0000011, 7'b0100011:
                alu_sel = 4'd0;
            7'b0110111:
                alu_sel = 4'd9;
            7'b1100011:
                case (funct3)
                    3'b000, 3'b001:   alu_sel = 4'd4;
                    3'b100, 3'b101:   alu_sel = 4'd2;
                    3'b110, 3'b111: alu_sel = 4'd3;
                    default: alu_sel = 4'd10;
                endcase
            default:
                alu_sel = 4'd10;
        endcase
    end
endmodule
==> flow/run.sh <==
#!/bin/bash
# OpenROAD 26Q1-2900-gdf79404cd8, Yosys 0.63+post, stock flow scripts
make -C /OpenROAD-flow-scripts/flow DESIGN_CONFIG=/design/flow/config.mk WORK_HOME=/design/flow/orfs finish
==> flow/config.mk <==
export PLATFORM = sky130hd
export DESIGN_NAME = decode_alu
export DESIGN_NICKNAME = decode_alu
export VERILOG_FILES = /design/flow/design.v
export SDC_FILE = /design/flow/constraint.sdc
export NUM_CORES = 4
export LEC_CHECK = 1
export CORE_UTILIZATION = 30
==> flow/constraint.sdc <==
current_design decode_alu

set clk_period 8.7
set clk_io_pct 0.2

create_clock -name clk0 -period $clk_period

set non_clock_inputs [all_inputs -no_clocks]
set_input_delay [expr $clk_period * $clk_io_pct] -clock clk0 $non_clock_inputs
set_output_delay [expr $clk_period * $clk_io_pct] -clock clk0 [all_outputs]
==> impl_metrics.env <==
# yosys + openroad results
export IMPL_status="finished, final reports clean"
export IMPL_die_w_um=82.2
export IMPL_peakVddDrop_v=0.0000215
export IMPL_synth_top_area_share=0.117
export IMPL_drive_gt1_frac=0.0850
export IMPL_nFlopsAndLatches=0
export IMPL_cp_max_fo=19
export IMPL_post_cts_resized=0
export IMPL_min_period_over_period=0.736
export IMPL_cp_arrival_ns=4.67
export IMPL_hold_end="op1[20]"
export IMPL_grt_max_degree=24
export IMPL_area_growth_pct=86.4
export IMPL_pre_cts_ws_ns=2.33
export IMPL_final_setup_worst_slack_ns=2.29
export IMPL_path_class="in -> out"
export IMPL_gp_congestion=0.925
export IMPL_switching_share=0.344
export IMPL_p_int_w=0.0000849
export IMPL_antenna_found_initial=0
export IMPL_report_final_slew_viol_count=0
export IMPL_ys_top_cells_by_count="29 x o21ai_0, 28 x nor2_1, 26 x nand2_1"
export IMPL_hold_violations=0
export IMPL_drtIter0Drc=168
export IMPL_p_clk_frac=0
export IMPL_route_vias_total=3008
export IMPL_mi_logic_area_mm2=0.00180
export IMPL_path_common_cell="clkdlybuf4s50_1"
export IMPL_seq_area_um2=0
export IMPL_switching_power_w=0.0000446
export IMPL_n_antenna_cell=0
export IMPL_pwr_density_cell_mw_per_mm2=36.0
export IMPL_syn_area_mm2=0.00193
export IMPL_drt_wirelength_per_cell_um=17.6
export IMPL_final_setup_tns_ns=0
export IMPL_pwr_share_seq=0
export IMPL_grt_pass1_vias=2568
export IMPL_critPathLaunchType="input pin"
export IMPL_cts_hold_buf=0
export IMPL_worst_slew_pin_slew_ns=0.690
export IMPL_warning_count=33
export IMPL_die_h_um=82.2
export IMPL_hp_class="in -> out"
export IMPL_ys_area_mm2=0.00193
export IMPL_clkbuf_count=0
export IMPL_viasPerCell=5.76
export IMPL_yosysUniqueCellTypes=60
export IMPL_drv_cap=0
export IMPL_pwr_share_comb=1.000
export IMPL_hold_depth=3
export IMPL_critPathSlowestCell="or4b_1"
export IMPL_grt_ovfl_total=0
export IMPL_coreArea_mm2=0.00606
export IMPL_detail_route_antenna_nets=0
export IMPL_slew_headroom=0.538
export IMPL_yosys_cells=297
export IMPL_largest_area_cell="mux2_2"
export IMPL_grt_pass1_wl_um=13400
export IMPL_worstHoldStart="rs1[20]"
export IMPL_portBuffers=164
export IMPL_fmax_mhz=156
export IMPL_die_area_mm2=0.00676
export IMPL_rsz0062_at_grt="false"
export IMPL_ys_seq_frac=0
export IMPL_drt_wl_total_um=9190
export IMPL_min_period_ns=6.41
export IMPL_ios=164
export IMPL_avgSynthCellArea_um2=6.50
export IMPL_hpwl_um=7490
export IMPL_route_detailed_drc=0
export IMPL_holdWs_ns=4.38
export IMPL_ys_warn_count=1
export IMPL_num_rows=28
export IMPL_firstDrtPassIters=4
export IMPL_cp_required_ns=6.96
export IMPL_synthTopCellsByArea="mux2_2 12%, o21ai_0 7.5%, nor2_1 5.4%"
export IMPL_grtUsageTotal=0.256
export IMPL_core_util_floorplan=0.319
export IMPL_max_stage_delay_ns=0.93
export IMPL_setup_viol=0
export IMPL_fillers=576
export IMPL_postSynthCellCount=297
export IMPL_cp_end_kind="primary output"
export IMPL_most_common_cell="o21ai_0"
export IMPL_leakage_nw=1.25
export IMPL_crit_chain="clkdlybuf4s50_1 > or4b_1 > nor3_1 > o211ai_1 > nor3b_1 > clkdlybuf4s50_1"
export IMPL_cts_setup_buffers=0
[area by class of cell]
type,count,area share
timing repair buffer,169,0.467
tap,75,0.0261
inverter,6,0.00626
multi-input combinational,272,0.501
[layout by cell type, fill, tap and decap left out, types with 5 or more instances in the layout]
cell / count
inv_1: 6
nor2_1: 27
a21oi_1: 19
o21ai_0: 29
nor4_1: 11
mux2i_1: 5
nor3_1: 19
nand3_1: 9
buf_4: 5
or3_1: 7
mux2_2: 20
nand2_1: 26
clkdlybuf4s50_1: 164
nor2b_1: 14
[metrics by stage]
step           utilization  std cells  area, µm²  power (W)
2_1_floorplan            -        297       1930  0.0000336
4_1_cts              0.594        522       3600   0.000129
5_1_grt              0.594        522       3600   0.000140
3_3_place_gp         0.594        522       3600   0.000129
6_report             0.594        522       3600   0.000129
3_5_place_dp         0.594        522       3600   0.000129
[worst max-delay path by stage]
stage / depth (start not counted) / start / end
4_1_cts: 6 / inst[13] / op2[25]
5_1_grt: 6 / inst[4] / op1[12]
6_report: 6 / inst[13] / op2[25]
[kinds of logic after synthesis]
group | after synthesis | share of synthesized area
AND/OR/NAND/NOR | 149 | 0.445
AND-OR/OR-AND | 96 | 0.334
multiplexers | 25 | 0.143
buffers and inverters | 25 | 0.0674
XOR/XNOR | 1 | 0.00454
adder cells (fa/ha/maj) | 1 | 0.00648
[critical path: cells and delay by family]
family	cells	cell delay (ns)
compound gates	1	0.16
buf+inv	2	1.04
simple gates	3	1.71
[power groups by stage]
| stage | clock network, W | logic (W) | registers [W] |
|---|---|---|---|
| after CTS | 0 | 0.000129 | 0 |
| after global routing | 0 | 0.000140 | 0 |
| final | 0 | 0.000129 | 0 |
[metal layers]
layer / vias to the layer above / global-route usage / wire, µm
met2: 124 / 0.389 / 4140
li1: 1473 / - / -
met5: - / 0 / 0
met4: 0 / 0.0193 / 61
met1: 1407 / 0.404 / 4370
met3: 4 / 0.0178 / 617
Power is estimated from default activity; no workload was simulated.
