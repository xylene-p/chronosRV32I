## /design/flow/config.mk

```make
export PLATFORM = sky130hd
export DESIGN_NAME = register_IDEX
export DESIGN_NICKNAME = register_IDEX
export VERILOG_FILES = /design/flow/design.v
export SDC_FILE = /design/flow/constraint.sdc
export NUM_CORES = 4
export LEC_CHECK = 1
export CORE_AREA = 10 10 209 209
export DIE_AREA = 0 0 219 219
```

## /design/flow/constraint.sdc

```tcl
current_design register_IDEX

set clk_period 1.0
set clk_io_pct 0.2

create_clock -name clk0 -period $clk_period [get_ports {clk}]

set non_clock_inputs [all_inputs -no_clocks]
set_input_delay [expr $clk_period * $clk_io_pct] -clock clk0 $non_clock_inputs
set_output_delay [expr $clk_period * $clk_io_pct] -clock clk0 [all_outputs]
```

## /design/flow/design.v

```verilog
module register_IDEX(
	output reg [31:0] pc4_out,
	output reg [31:0] pc_out,
	output reg [31:0] inst_out,
	output reg [31:0] operand1_out,
	output reg [31:0] operand2_out,
	output reg [4:0] instruction_rd_out,
	output reg prediction_out,
	output reg register_write_enable_out,
	output reg mem_request_write_out,
	output reg mem_request_type_out,
	output reg [3:0] alu_sel_out,
	output reg [2:0] wb_sel_out,
	output reg [4:0] IDEXRegRead_out,
	output reg IDEXMemRead,
	output reg [4:0] rs2_out,
	input clk,
	input rst,
	input en,
	input [31:0] pc4_in,
	input [31:0] pc_in,
	input [31:0] inst_in,
	input [31:0] operand1_in,
	input [31:0] operand2_in,
	input [4:0] instruction_rd_in,
	input [4:0] rs2_in,
	input prediction_in,
	input register_write_enable_in,
	input mem_request_write_in,
	input mem_request_type_in,
	input [3:0] alu_sel_in,
	input [2:0] wb_sel_in);
always@(posedge clk) begin
	if (rst == 0) begin
		operand1_out = 0;
		operand2_out = 0;
		pc4_out = 0;
		pc_out = 0;
		inst_out = 0;
		instruction_rd_out = 0;
		rs2_out = 0; 
		IDEXMemRead = 0;
		IDEXRegRead_out = 0;
		wb_sel_out  = 0 ;
		register_write_enable_out =0;
		mem_request_write_out  = 0;
		mem_request_type_out = 0;
		alu_sel_out = 0;
		wb_sel_out = 3'b0;
	end
	else if (en == 1) begin
		operand2_out <= operand2_in;
		operand1_out <= operand1_in;
		pc4_out <= pc4_in;
		pc_out <= pc_in;
		instruction_rd_out <= instruction_rd_in;
		inst_out <= inst_in; 
		rs2_out <= rs2_in; 
		IDEXMemRead = 1;
		IDEXRegRead_out <= instruction_rd_in;
		wb_sel_out  <= wb_sel_in ;
		register_write_enable_out = register_write_enable_in;
		mem_request_write_out  <= mem_request_write_in;
		mem_request_type_out <= mem_request_type_in;
		alu_sel_out <= alu_sel_in;
		wb_sel_out <= wb_sel_in;
	end
end
endmodule
```

## /design/flow/run.sh

```bash
#!/bin/bash
# OpenROAD 26Q1-2900-gdf79404cd8, Yosys 0.63+post, stock flow scripts
make -C /OpenROAD-flow-scripts/flow DESIGN_CONFIG=/design/flow/config.mk WORK_HOME=/design/flow/orfs finish
```

==> deck_impl_summary.md <==
Run Summary

Run status
  – Status: finished, violations left
  – Violated checks: setup timing

Global route
  – Overflow after GRT: 0
  – Largest net degree at the start of global routing: 70
  – GRT Util Overall: 9.11%
  – Initial antenna violation count: 0
  – Vias in the first global route: 5514
  – First-pass GRT wire length: 34000 µm

Route
  – Vias per inst: 3.55
  – Via count: 5329
  – Post-route DRC: 0
  – Total wire length: 22800 µm
  – Antenna diode count: 0
  – ANT nets after route: 0
  – DRT iter0 DRCs: 219
  – DR WL/cell: 15.2 µm
  – Drt pass-1 iters: 4

Pwr
  – Net Sw Frac: 23.3%
  – Cell Int Power: 13000 µW
  – Peak supply drop: 0.00110 V
  – Share of power burned in registers: 46.8%
  – Clock power frac: 38.8%
  – PD cells: 1490 nW/µm²
  – P_sw: 3950 µW
  – Leakage: 0.00515 µW
  – Logic pwr share: 14.4%

Clock tree
  – CTS tree: done
  – Clk slew on worst S/H paths: 70 ps
  – Cts hold-fix bufs: 0
  – CTS buffer count: 17
  – Worst-skew pair later-pin latency: 430 ps
  – Clock sink count: 181
  – Clk Tree Root Cell: clkbuf_16
  – Bufs on Longest Clock Path: 2
  – CTS H-tree depth: 4

Placement
  – Placed instance area: 11200 µm²
  – Port Buf Inserts: 368
  – Placed insts: 1460
  – DP Worst Slack: -178 ps
  – Hpwl dp: 17400 µm
  – Routability cong.: 0.796

Worst setup path
  – Setup CP Type: reg2out
  – Worst R2R Start: wb_sel_out[0]
  – Startpoint Class: flip-flop
  – Worst setup path start: instruction_rd_out[4]
  – FF-to-FF End: wb_sel_out[0]
  – Arrival time at the worst endpoint: 970 ps
  – CP Capture Type: output pin
  – Worst reg-to-reg setup slack: 180 ps
  – CP Capture Point: IDEXRegRead_out[4]
  – CP required: 800 ps
  – Worst-path fanout max: 2
  – R2R cell count: 4

Logic synthesis
  – Sequential area share after synthesis: 52.7%
  – Synth cell types: 9
  – Syn avg cell area: 11.7 µm²
  – Syn Std Cell Area: 6870 µm²
  – YS warnings: 2
  – Yosys cell count: 589
  – Ys flops: 181
  – Cells after Synth: 589
  – Yosys chip area: 6870 µm²

Finish
  – Finished Layout Cells: 1503
  – Gate Area: 2940 µm²
  – Syn-to-layout area delta: 65.6%
  – Layout cell share with drive strength beyond 1: 44.9%
  – Filler Cells Inserted: 4049
  – Sequential cell area: 3850 µm²
  – Design area: 11400 µm²

Run
  – Maxcap violations: 0
  – Log Warnings: 28

Die
  – Die ar.: 48000 µm²
  – Core area: 38900 µm²
  – Cell Rows: 72
  – Pre-Place Util: 17.7%
  – Die X: 219 µm
  – Height of the die: 219 µm
  – I/O pin count: 371

Timing
  – Final Worst Setup Slack: -175 ps
  – Tmin final: 1170 ps
  – Hold violation count in the final report: 0
  – Period utilization: 117%
  – Final setup viols: 186
  – Fmax: 851 MHz
  – RSZ-0062 raised after global routing: yes
  – Skew final: 0 ps
  – Fin. max-slew vios: 0
  – Min Hold Slack: 216 ps

Worst hold path
  – Worst Hold Class: in2reg
[flip-flops by register name (all words and copies together), names as in the netlist, 3 cells and up]
name	flops
alu_sel_out	4
inst_out	32
instruction_rd_out	5
operand1_out	32
operand2_out	32
pc4_out	32
pc_out	32
rs2_out	5
wb_sel_out	3
[timing repair]
action                                 CTS  global route
buffers inserted                         5             6
pin swaps                                0             0
endpoints found under the hold margin    0             0
resized                                811            17
setup endpoints to repair              186           186
[critical path: stages, from the launching register on]
cell and delay (ps):
dfxtp_2 330, buf_6 110, buf_6 100
[worst min-delay path by stage]
stage / slack, ps / start / end / cells past startpoint
finish: 220 / en / pc4_out[24] / 4
global route: 240 / en / pc4_out[24] / 4
CTS: 190 / en / pc4_out[24] / 4
[power groups by stage]
stage	logic [µW]	clock network, µW	registers [µW]
4_1_cts	2440	6930	7930
5_1_grt	2690	7180	7990
6_report	2440	6580	7940
[Yosys cell counts]
cell type,count,share of area (%)
buf_2,3,0.22
buf_4,15,1.6
buf_6,10,1.6
clkbuf_1,18,0.98
conb_1,1,0.055
dfxtp_1,181,53
mux2i_1,180,26
nor2b_1,180,16
o21a_1,1,0.11
[area by class of cell]
| type | instances | share of cell area (%) |
|---|---|---|
| Clock inverter | 11 | 0.891 |
| Clock buffer | 21 | 4.14 |
| Multi-Input combinational cell | 362 | 25.8 |
| Sequential cell | 181 | 33.8 |
| Tap cell | 518 | 5.70 |
| Timing Repair Buffer | 410 | 29.6 |
[routing by layer]
| layer | global-route usage, % | up-vias | wire [µm] |
|---|---|---|---|
| met1 | 10.9 | 2374 | 9060 |
| met4 | 0.804 | 0 | 187 |
| met5 | 0 | - | 0 |
| met3 | 6.22 | 8 | 3480 |
| met2 | 13.9 | 255 | 10100 |
| li1 | - | 2692 | - |
[per-stage QoR]
| step | setup TNS (ps) | power [µW] | util (%) |
|---|---|---|---|
| after floorplan | 0 | 8880 | - |
| after global placement | -3700 | 10800 | 28.9 |
| after detailed placement | -4850 | 10800 | 28.9 |
| after CTS | -19930 | 17300 | 28.8 |
| after global routing | -22610 | 17900 | 29.2 |
| final | -11230 | 17000 | 29.2 |
[cell usage in the layout, fill, tap and decap left out, types with 3 or more instances in the layout]
master / instances
clkdlybuf4s50_1: 180
clkinv_4: 4
buf_12: 8
buf_6: 32
clkbuf_16: 17
clkinv_2: 4
clkbuf_8: 3
mux2i_1: 180
dfxtp_2: 181
buf_4: 34
buf_2: 155
nor2b_1: 180
[cell families (layout without fill, tap and decap cells)]
kind of cell | after synthesis | count (layout) | synth area share (%)
flops | 181 | 181 | 52.7
other cells | 1 | 1 | 0.0546
compound gates | 1 | 1 | 0.109
buf+inv | 46 | 442 | 4.48
simple gates | 180 | 180 | 16.4
mux | 180 | 180 | 26.2
Power is estimated from default activity; no workload was simulated.
