$ cat flow/run.sh
#!/bin/bash
# OpenROAD 26Q1-2900-gdf79404cd8, Yosys 0.63+post, stock flow scripts
make -C /OpenROAD-flow-scripts/flow DESIGN_CONFIG=/design/flow/config.mk WORK_HOME=/design/flow/orfs finish
$ cat flow/config.mk
export PLATFORM = sky130hd
export DESIGN_NAME = branch_predictor
export DESIGN_NICKNAME = branch_predictor
export VERILOG_FILES = /design/flow/design.v
export SDC_FILE = /design/flow/constraint.sdc
export NUM_CORES = 4
export LEC_CHECK = 1
export CORE_UTILIZATION = 50
$ cat flow/constraint.sdc
current_design branch_predictor

set clk_period 8.0
set clk_io_pct 0.2

create_clock -name clk0 -period $clk_period [get_ports {clk}]

set non_clock_inputs [all_inputs -no_clocks]
set_input_delay [expr $clk_period * $clk_io_pct] -clock clk0 $non_clock_inputs
set_output_delay [expr $clk_period * $clk_io_pct] -clock clk0 [all_outputs]
$ cat flow/design.v
module branch_predictor(
    pred_target, prediction,
    correct_target, correct_pc4, current_pc4,
    clk, rst);
    output reg [31:0] pred_target;
    output reg prediction;
    input [31:0] correct_target, correct_pc4, current_pc4;
    input clk, rst;
    wire [3:0] index = current_pc4[5:2];
    wire [31:0] target;
    prediction_table PredictionTable(target, index, correct_target);
    always @(posedge clk) begin
        if (rst == 0) begin
            prediction <= 0;
            pred_target <= 32'b0;
        end
        else begin
            if (target) begin
                prediction <= 1;
                pred_target <= target;
            end
            else begin
                prediction <= 0;
                pred_target <= correct_pc4;
            end
        end
    end
endmodule
module prediction_table(target, index, correct_target);
    output reg [31:0] target;
    input [3:0] index;
    input [31:0] correct_target;
    reg [31:0] branch_target_buffer[15:0];
    always @(*) begin
        if (branch_target_buffer[index]) begin
            target <= branch_target_buffer[index];
        end
        else begin
            target <= 32'b0;
            branch_target_buffer[index] = correct_target;
        end
    end
endmodule
==> run summary <==
maximum clock insertion buffer count: 2
clock transition time at the flip-flop clock pins of the worst setup and hold paths: 0.05 ns
via count of the routed design: 11203
max frequency: 216.7 MHz
buffers inserted during post-CTS setup optimization: 0
die area: 0.02842 mm^2
final hold viol count: 0
type of origin of the critical path: input port
I/O pin cnt: 131
Max Slew Vio Count: 0
DR WL/cell: 28.22 um
OpenROAD warning count: 68
Final ANT Viol Nets: 0
fin crit period: 4.615 ns
antenna violations before repair: 1
residual DRC count: 0
Leakage Power: 6.918 nW
Final Routed Wirelength: 50.26 mm
core region area: 0.02710 mm^2
floorplan die width: 168.6 um
async set-or-reset flop fraction in the synthesized netlist: 0%
count of buffers from port buffering: 102
count of library flops with an enable pin: 0
setup violators final: 0
synthesized chip area reported by yosys: 0.01387 mm^2
fin crit share: 57.69%
Chip Height: 168.6 um
Max-Slew Margin vs Limit: 39.03%
CTS tree: done
post-synthesis cell count: 1338
data required time of the critical path: 8.17 ns
result of the run: complete, no violations
worst path arrival time: 4.78 ns
combined global-route utilization of all metal layers: 37.87%
number of levels in the clock H-tree: 2
maximum vdd drop: 0.06509 mV
HPWL after detailed placement: 31.71 mm
Post-Route Setup TNS: 0 ns
Mean Syn Cell Area: 10.37 um^2
yosys cell count: 1338
number of detailed-route iterations in the first pass: 6
count of unclocked register or latch pins: 512
critical path capture point type: register
fraction of layout cells with a size suffix above 1: 8.872%
Netlist cell types: 69
CTS root buffer: sky130_fd_sc_hd__clkbuf_16
PostCTS Resize Cnt: 0
worst slack at placement: 3.188 ns
number of warnings issued by yosys: 51
pin count of the biggest net entering global routing: 66
Vias per Instance: 6.290
Registers, synthesis: 545
num rows: 60
number of antenna diodes: 0
last weighted congestion value of the routability-driven placer: 0.9206
transition at the pin with the smallest max-transition slack: 0.9112 ns
tally of filler cells in the layout: 2349
maximum net fanout on the critical path: 49
number of global-route vias before repair: 10609
Final Instance Area: 0.01548 mm^2
area growth from synthesis to layout: 11.55%
Maximum Capacitance Violations: 0
grt total ovfl: 0
cell area reported after detailed placement: 0.01534 mm^2
power density normalized to cell area: 64.59 mW/mm^2
netlist area before placement: 0.01387 mm^2
number of unconstrained endpoints: 512
worst-case setup margin in the final layout: 3.385 ns
Top FF cell, synth: sky130_fd_sc_hd__dlxtn_1
kind of critical path: input port to register
path category of the worst min-delay check: input port to register
unrepaired setup endpoints after global routing: false
DRT iter0 DRCs: 848
wire length of the first global-routing pass: 73.30 mm
Initial Utilization: 51.20%
Hold Buf Count CTS: 0
number of buffers inserted during clock tree synthesis: 5
-- power breakdown --
part           internal, mW  leakage, nW  switching, mW
combinational         0.184         2.40          0.260
sequential            0.342         4.45         0.0331
clock                 0.114       0.0706         0.0673
-- stage by stage --
| stage | instances | utilization (%) | power, mW | hold WS, ns |
|---|---|---|---|---|
| final | 1781 | 57.11 | 0.9997 | 1.935 |
| after CTS | 1781 | 57.11 | 0.9958 | 1.931 |
| after floorplan | 1338 | - | 0.6032 | 1.751 |
| after detailed placement | 1773 | 56.60 | 0.8134 | 2.221 |
| after global placement | 1773 | 56.60 | 0.8147 | 2.221 |
| after global routing | 1781 | 57.11 | 1.050 | 1.943 |
-- routing by layer --
metal | track usage (%) | vias up | share of wire (%) | wire [um]
li1 | - | 5033 | - | -
met1 | 54.75 | 5428 | 40 | 20190
met2 | 56.00 | 629 | 44 | 22180
met3 | 13.48 | 111 | 12 | 6159
met4 | 11.42 | 2 | 3.4 | 1715
met5 | 0 | - | 0.026 | 13
-- final timing paths --
kind	endpoint	slack [ns]	cells past startpoint	startpoint
min	pred_target[6]	1.93	2	correct_pc4[6]
max	pred_target[21]	3.38	12	current_pc4[3]
-- state kept, by name (all words and copies together), names as in the netlist --
name                                  flops
pred_target                              32
PredictionTable.branch_target_buffer    512
prediction                                1
-- logic make-up after synthesis --
family	synth area share, %
AND-OR/OR-AND	18.92
multiplexers	5.357
AND/OR/NAND/NOR	11.76
buffers and inverters	3.797
latches	55.43
flip-flops	4.761
-- synth_stat cells, types with 28 or more instances --
cell / count / area, um^2
sky130_fd_sc_hd__dfxtp_1: 33 / 660.6
sky130_fd_sc_hd__buf_2: 40 / 200.2
sky130_fd_sc_hd__a22o_1: 57 / 499.2
sky130_fd_sc_hd__a21oi_1: 34 / 170.2
sky130_fd_sc_hd__nand2_1: 49 / 183.9
sky130_fd_sc_hd__dlxtn_1: 512 / 7690
sky130_fd_sc_hd__clkbuf_1: 37 / 138.9
sky130_fd_sc_hd__mux2_2: 29 / 326.6
sky130_fd_sc_hd__a22oi_1: 48 / 360.4
sky130_fd_sc_hd__nor3_1: 28 / 140.1
sky130_fd_sc_hd__nor2_1: 37 / 138.9
-- layout make-up --
cell class | instances | area, um^2 | area share [%]
clock buffer | 6 | 128.9 | 0.8327
clock inverter | 2 | 10.01 | 0.06467
inverter | 8 | 30.03 | 0.1940
multi-input combinational | 683 | 5019 | 32.43
sequential | 545 | 8348 | 53.94
tap | 372 | 465.4 | 3.007
timing repair buffer | 165 | 1476 | 9.539
-- layout by cell type, fill, tap and decap left out, types with 16 or more instances in the layout --
cell type	netlist	routed
sky130_fd_sc_hd__mux2_2	29	29
sky130_fd_sc_hd__mux2i_1	27	27
sky130_fd_sc_hd__a22o_1	57	57
sky130_fd_sc_hd__dlxtn_1	512	512
sky130_fd_sc_hd__nand3_1	27	27
sky130_fd_sc_hd__a41o_1	17	17
sky130_fd_sc_hd__a31oi_1	19	19
sky130_fd_sc_hd__nand3b_1	21	21
sky130_fd_sc_hd__nor3_1	28	28
sky130_fd_sc_hd__dfxtp_1	33	33
sky130_fd_sc_hd__a221oi_1	23	23
sky130_fd_sc_hd__o21ai_0	18	18
sky130_fd_sc_hd__nor2_1	37	35
sky130_fd_sc_hd__and2_1	26	26
sky130_fd_sc_hd__a21oi_1	34	34
sky130_fd_sc_hd__nand2b_1	19	19
sky130_fd_sc_hd__a22oi_1	48	48
sky130_fd_sc_hd__buf_4	7	66
sky130_fd_sc_hd__nand2_1	49	49
sky130_fd_sc_hd__nand4_1	16	16
sky130_fd_sc_hd__clkdlybuf4s50_1	0	97
-- critical path, stage by stage --
cell	delay (ns)
sky130_fd_sc_hd__buf_4	0.38
sky130_fd_sc_hd__buf_4	0.53
sky130_fd_sc_hd__nor2_1	0.13
sky130_fd_sc_hd__nand2_1	0.12
sky130_fd_sc_hd__buf_4	0.36
sky130_fd_sc_hd__nor2_1	0.07
sky130_fd_sc_hd__a31oi_1	0.56
sky130_fd_sc_hd__nor4_2	0.12
sky130_fd_sc_hd__nand3_1	0.15
sky130_fd_sc_hd__nor3_4	0.05
sky130_fd_sc_hd__buf_4	0.32
sky130_fd_sc_hd__a41o_1	0.31
Power is estimated from default activity; no workload was simulated.
